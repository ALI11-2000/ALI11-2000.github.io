[flow/design.v]
module amba_apb_master (input pclk,preset,transfer,mpwrite,pready,
input [7:0] apb_write_paddr,apb_write_data,apb_read_paddr,prdata,
output reg psel,penable,spwrite,
output reg [7:0]paddr,pwdata,apb_read_data_out);
reg [1:0] state,next;
parameter IDLE = 2'b00,
	  SETUP = 2'b01,
	  ACCESS = 2'b10;
always @(posedge pclk)
begin
	if(preset)
		state= IDLE;
	else
		state = next;
end
always @(state,transfer,mpwrite,pready,apb_write_paddr,apb_write_data,apb_read_paddr,prdata)
begin
paddr = apb_write_paddr;
pwdata = apb_write_data;
spwrite = mpwrite;
	case(state)
		IDLE:begin
		     if(transfer)
			next=SETUP;
		     else
		     begin
			next = IDLE;
			apb_read_data_out = 8'b0;
			psel = 0;
			penable = 0;
			paddr = 0;
			pwdata = 0;
		     end
		     end
		SETUP:begin
		      next = ACCESS;
		      psel = 1'b1;
		      penable = 1'b0;
		      end
		ACCESS: begin
			psel = 1'b1;
			penable = 1'b1;
			if(pready==1'b1 && transfer == 1'b1)
			next = SETUP;
			else if (pready == 1'b1 && transfer == 1'b0)
			next = IDLE;
			else if(pready == 1'b0)
			next = ACCESS;
			end
		endcase
end
endmodule
module amba_apb_slave
(input pclk,preset,psel,penable,pwrite,
input [7:0]paddr,pwdata,
output reg pready,
output reg [7:0]prdata);
reg [7:0] mem [63:0];
integer i;
always @(posedge pclk)
begin
	if(preset) begin
		prdata <= 8'b0;
		for(i=0;i<=63;i++);
		  mem[i] = 8'b0;
	end else
	begin
		if((psel==1'b1)&&(penable==1'b1)&&(pwrite==1'b1))
			mem[paddr]<=pwdata;
		else
		if((psel==1'b1)&&(penable==1'b1)&&(pwrite==1'b0))
			prdata<=mem[paddr];
	end
end
always @(psel,penable)
begin
if(psel==1'b1&&penable==1'b1)
	pready = 1'b1;
else
	pready = 1'b0;
end
endmodule 
module top_amba_apb(input pclk,preset,transfer,mpwrite,
input [7:0] apb_write_paddr,apb_write_data,apb_read_paddr,
output reg [7:0]prdata,apb_read_data_out ,output psel,penable);
wire pready,pwrite;
wire [7:0] paddr,pwdata;
amba_apb_master a1(.pclk(pclk),.preset(preset),.transfer(transfer),.mpwrite(mpwrite),.pready(pready),
.apb_write_paddr(apb_write_paddr),.apb_write_data(apb_write_data),.apb_read_paddr(apb_read_paddr),.prdata(prdata),
.psel(psel),.penable(penable),.spwrite(pwrite),.paddr(paddr),.pwdata(pwdata),.apb_read_data_out(apb_read_data_out));
amba_apb_slave a2(.pclk(pclk),.preset(preset),.psel(psel),.penable(penable),.pwrite(pwrite),
.paddr(paddr),.pwdata(pwdata),.pready(pready),.prdata(prdata));
initial begin
    $dumpfile("dump.vcd");
    $dumpvars(0,top_amba_apb);
end
endmodule
[flow/run.sh]
#!/bin/bash
# OpenROAD 26Q1-2900-gdf79404cd8, Yosys 0.63+post, stock flow scripts
make -C /OpenROAD-flow-scripts/flow DESIGN_CONFIG=/design/flow/config.mk WORK_HOME=/design/flow/orfs finish
[flow/config.mk]
export PLATFORM = sky130hd
export DESIGN_NAME = top_amba_apb
export DESIGN_NICKNAME = top_amba_apb
export VERILOG_FILES = /design/flow/design.v
export SDC_FILE = /design/flow/constraint.sdc
export NUM_CORES = 4
export LEC_CHECK = 1
export CORE_UTILIZATION = 50
[flow/constraint.sdc]
current_design top_amba_apb

set clk_period 7.8
set clk_io_pct 0.2

create_clock -name clk0 -period $clk_period [get_ports {pclk}]

set non_clock_inputs [all_inputs -no_clocks]
set_input_delay [expr $clk_period * $clk_io_pct] -clock clk0 $non_clock_inputs
set_output_delay [expr $clk_period * $clk_io_pct] -clock clk0 [all_outputs]
==> flow_summary.json <==
{
  "mostFrequentLayoutCell": "sky130_fd_sc_hd__edfxtp_1",
  "rr_startpoint": "a1.state[0]$_SDFF_PP0_",
  "drt_wl_total_mm": 66.5,
  "net_switching_power_mw": 1.23,
  "comb_power_share_pct": 4.3,
  "final_max_slew_viol_count": 0,
  "post_route_cells_drive_above_1_share_pct": 14.6,
  "cts-buffers-inserted": 52,
  "timing.critical_path.arrival_ns": 5.39,
  "internal-power_mw": 4.66,
  "flop2flop_setup_slack_ns": 4.03,
  "pwr-share-seq_pct": 52.2,
  "final_cells": 1957,
  "drc": 0,
  "dr.first_iter.drc_count": 1184,
  "postCtsSetupRepairBufs": 0,
  "groute.usage.overall_pct": 36.7,
  "htree_levels": 2,
  "placementRows": 73,
  "largest_vdd_supply_drop_mv": 0.171,
  "setup_viol": 0,
  "tritoncts": "built",
  "syn_inst": 1299,
  "ys_area_um2": 20400,
  "untimed_endpoints": 6,
  "layout.cells.most_common_list": "sky130_fd_sc_hd__edfxtp_1, sky130_fd_sc_hd__a22oi_1, sky130_fd_sc_hd__buf_4",
  "required_ns": 8.27,
  "skew_ns": 0.0279,
  "wl_per_cell_um": 34.0,
  "p_per_area_nw_per_um2": 251,
  "area_growth_pct": 15.1,
  "synth_top_cell_by_area": "sky130_fd_sc_hd__edfxtp_1",
  "grt.overflow.total": 0,
  "max_cap_violations": 0,
  "p_clk_share_pct": 43.5,
  "worst_setup_endpoint": "a2.prdata[1]$_SDFFE_PP0P_",
  "post_cts_resize_count": 0,
  "grt_pass1_vias": 13400,
  "top_cells_by_area": "sky130_fd_sc_hd__edfxtp_1, sky130_fd_sc_hd__a22oi_1, sky130_fd_sc_hd__dfxtp_1",
  "timing.critical_path.fanout_max": 29,
  "synth_async_sr_flop_share_pct": 0,
  "power.switching_fraction_pct": 20.9,
  "worst-r2r-cell-count": 9,
  "kind_of_start_point_of_the_critical_path": "primary input",
  "clock.latency.late_pin_ns": 0.61,
  "dp_cells": 1861,
  "grt_pass1_wl_mm": 94.6,
  "postRouteAntennaNets": 0,
  "total_negative_slack_for_setup_checks_ns": 0,
  "cp-startpoint": "apb_write_paddr[2]",
  "grt_max_degree": 65,
  "final-hold-violation-count": 0,
  "io_pins": 46,
  "ys_types": 60,
  "slew-limit-headroom_pct": 30.2,
  "leakage_nw": 7.41,
  "unclocked_regs": 4,
  "cts-root-to-sink-buffers": 3,
  "critPathKind": "in -> reg",
  "min_path_type": "reg -> reg",
  "routed-via-count": 13200,
  "synthDominantCellAreaShare_pct": 74.3,
  "setup.worst_path.end_class": "flop",
  "hold_path_startpoint": "a2.mem[0][5]$_SDFFE_PP0P_",
  "ys_ff": 526,
  "cts_hold_buffers": 0,
  "warning_count": 38,
  "status": "finished, final reports clean",
  "estimated_wirelength_of_the_detail_placed_design_mm": 42.4,
  "post-route-period-util_pct": 63.1,
  "yosys_warnings": 6,
  "antenna-diode-count": 0,
  "routabilityCongestion": 1.03,
  "path_clk_slew_ns": 0.06,
  "dominantRegCellSynth": "sky130_fd_sc_hd__edfxtp_1",
  "core_area_um2": 40000,
  "syn_avg_cell_area_um2": 15.7,
  "r2r_end": "a2.mem[43][2]$_DFFE_PP_",
  "max_freq_ghz": 0.203,
  "worst_slew_pin_slew_ns": 1.04,
  "rsz_0062_raised_after_global_routing": "no",
  "enable_flop_cells": 504,
  "avgViaCountPerCell": 6.75,
  "port_buffers": 27,
  "die_area_um2": 41600,
  "initial_antenna_violation_count": 2,
  "count_of_instantiated_cells_in_the_yosys_netlist": 1299,
  "clock_tree.root_cell": "sky130_fd_sc_hd__clkbuf_16",
  "fp_util_pct": 50.9,
  "time_the_worst_path_needs_with_i_o_delays_and_setup_ns": 4.92,
  "chipHeight_um": 204,
  "die_x_um": 204,
  "synth.cell_area_um2": 20400,
  "drtPass1Iterations": 7
}
## cell usage after synthesis (19+ instances only)
cell                       count
sky130_fd_sc_hd__edfxtp_1    504
sky130_fd_sc_hd__nand2_1      74
sky130_fd_sc_hd__a32oi_1      33
sky130_fd_sc_hd__a22o_1       20
sky130_fd_sc_hd__a221oi_1     20
sky130_fd_sc_hd__a21oi_1      35
sky130_fd_sc_hd__buf_2        24
sky130_fd_sc_hd__nand3_1      31
sky130_fd_sc_hd__clkbuf_1     55
sky130_fd_sc_hd__o22ai_1      45
sky130_fd_sc_hd__nor2_1       71
sky130_fd_sc_hd__nand4_1      27
sky130_fd_sc_hd__nor3_1       19
sky130_fd_sc_hd__a22oi_1     123
## how the worst min path moves through the flow
| stage | to | slack, ns | depth (start not counted) |
|---|---|---|---|
| 6_report | a2.mem[0][5]$_SDFFE_PP0P_ | 0.45 | 2 |
| 4_1_cts | a2.mem[0][5]$_SDFFE_PP0P_ | 0.45 | 2 |
| 5_1_grt | a2.mem[0][5]$_SDFFE_PP0P_ | 0.47 | 2 |
## cell type report
cell class                 instances  area [µm²]
inverter                           4        15.0
tap                              525         657
clock buffer                      66        1390
sequential                       526       15600
timing repair buffer             125        1010
multi-input combinational        681        4490
fill                            3029       16500
clock inverter                    30         355
## state kept, by name, indices dropped and copies added (netlist names)
name        count
a1.state        2
a1.psel         1
a2.prdata       8
a1.next         2
a1.penable      1
a2.mem        512
## critical path, cell delays in order
cell and delay, ns:
sky130_fd_sc_hd__clkdlybuf4s50_1 0.97, sky130_fd_sc_hd__buf_4 0.38, sky130_fd_sc_hd__nor4b_2 0.08, sky130_fd_sc_hd__buf_4 0.31, sky130_fd_sc_hd__a22o_1 0.25, sky130_fd_sc_hd__a221oi_1 0.45, sky130_fd_sc_hd__o22ai_1 0.24, sky130_fd_sc_hd__or4_1 0.51
sky130_fd_sc_hd__nor4_1 0.45, sky130_fd_sc_hd__o21ai_1 0.14
## logic make-up (layout without fill, tap and decap cells)
group	Yosys count	after routing	share of synthesized area, %
AND-OR/OR-AND	327	327	11.8
AND/OR/NAND/NOR	321	321	8.31
other	1	8	0.0184
multiplexers	21	21	1.06
latches	4	4	0.295
flip-flops	522	522	76.0
buffers and inverters	99	225	2.27
adder cells (fa/ha/maj)	4	4	0.246
## through the flow
step           cell area, µm²  setup WS [ns]  hold WS [ns]  util (%)  power, mW
2_1_floorplan           20400           3.95         0.401         -       3.26
3_3_place_gp            21700           2.38         0.442      54.3       3.38
3_5_place_dp            21700           2.37         0.446      54.3       3.38
4_1_cts                 23500           3.00         0.454      58.7       5.91
5_1_grt                 23500           2.86         0.471      58.7       6.03
6_report                23500           2.88         0.451      58.7       5.89
## metal layers
layer / vias up / global-route usage [%] / routed length (µm)
li1: 5494 / - / -
met1: 6487 / 49.0 / 22000
met2: 1009 / 48.6 / 28900
met3: 205 / 27.2 / 11900
met4: 8 / 14.1 / 3530
met5: - / 2.50 / 151
## power by group through the flow
stage / Clock (mW) / Sequential [mW] / Combinational (mW)
CTS: 2.58 / 3.08 / 0.246
global route: 2.69 / 3.08 / 0.262
finish: 2.56 / 3.08 / 0.254
No activity file was given, so power comes from the tool's default toggle rates.
