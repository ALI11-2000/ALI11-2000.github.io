==> design.v <==
`timescale 1ns/1ns
module alu #(
    parameter integer width = 5
) (
    output reg [width:0] o_X,
    input [width:0] i_A,i_B,input [3:0] i_sel
);
    always_comb begin 
        case (i_sel)
            4'd0: o_X = i_A + i_B;
            4'd1: begin 
                if ( i_A > i_B)
                    o_X = i_A - i_B;
                else
                    o_X= i_B - i_A;
            end
            4'd2: o_X = i_A > i_B;
            4'd3: o_X = i_A & i_B;
            4'd4: o_X = i_A | i_B;
            4'd5: o_X = i_A ^ i_B;
            4'd6: o_X = i_A;
            4'd7: o_X = i_B;
            default: o_X = i_A;
        endcase
    end
    initial begin
        $dumpfile("dump.vcd");
        $dumpvars;
    end
endmodule
==> run.sh <==
#!/bin/bash
# OpenROAD 26Q1-2900-gdf79404cd8, Yosys 0.63+post, stock flow scripts
make -C /OpenROAD-flow-scripts/flow DESIGN_CONFIG=/design/flow/config.mk WORK_HOME=/design/flow/orfs finish
==> config.mk <==
export PLATFORM = sky130hd
export DESIGN_NAME = alu
export DESIGN_NICKNAME = alu
export VERILOG_FILES = /design/flow/design.v
export SDC_FILE = /design/flow/constraint.sdc
export NUM_CORES = 4
export LEC_CHECK = 1
export CORE_AREA = 10 10 82 82
export DIE_AREA = 0 0 92 92
==> constraint.sdc <==
current_design alu

set clk_period 5.7
set clk_io_pct 0.2

create_clock -name clk0 -period $clk_period

set non_clock_inputs [all_inputs -no_clocks]
set_input_delay [expr $clk_period * $clk_io_pct] -clock clk0 $non_clock_inputs
set_output_delay [expr $clk_period * $clk_io_pct] -clock clk0 [all_outputs]
==> results_dict.tcl <==
# yosys + openroad results
set metrics [dict create \
    setup_total_negative_slack_ps 0 \
    design_area_um2 1460 \
    routed_wire_length_per_instance_um 13.7 \
    sw_frac_of_total_pct 51.3 \
    syn-mean-instance-area_um2 7.47 \
    min_path_type "primary input to output pin" \
    width_of_the_die_um 92 \
    area_delta_synth_final_pct 24.9 \
    aoi_share_pct 33.7 \
    switchingPower_w 0.0000638 \
    globalRouteTotalUtil_pct 7.60 \
    static_power_due_to_leakage_nw 0.640 \
    design.seq.count 0 \
    io_buffers 22 \
    cp_num_buf_inv 4 \
    post-cts-setup-buffers 0 \
    antenna_cells 0 \
    status "finished clean" \
    xor_area_share_pct 2.24 \
    drt_first_pass_iters 4 \
    final_setup_violation_count 0 \
    final_layout_size_suffix_gt1_share_pct 7.39 \
    dpl-instance-area_um2 1460 \
    log.warning_count 51 \
    final.clkbuf_count 0 \
    grt_setup_unrepaired "false" \
    power_frac_comb_pct 100.0 \
    power.ir.vdd_worst_v 0.0000378 \
    ios 22 \
    floorplan.core_util_pct 23.1 \
    yosys-stat-area_um2 1170 \
    final_max_slew_viol_count 0 \
    yosys-mux-area-fraction_pct 4.91 \
    synth_cells 157 \
    power.clock.fraction_pct 0 \
    grt_pass1_vias 1098 \
    ys_top_logic_family "AND-OR/OR-AND gates" \
    power.density_nw_per_um2 85.0 \
    utilization_after_layout_pct 28.8 \
    timing.critical_path.slowest_cell_delay_ps 530 \
    core_area_um2 5070 \
    final_cycle_share_pct 94.2 \
    filler_cells_inserted 566 \
    sequential_cell_area_um2 0 \
    dpl.hpwl_um 2710 \
    drt.antenna.violating_nets 0 \
    ctsHoldBuffers 0 \
    tally_of_unique_sky130hd_cells_used_after_synthesis 45 \
    slew_headroom_pct 62.6 \
    yosys.area_share.simple_pct 15.7 \
    yosys_cells 157 \
    timing.final.crit_period_ps 5370 \
    count_of_synthesis_stage_warnings_from_yosys 3 \
    timing.fmax_mhz 186 \
    vertical_extent_of_the_die_um 92 \
    antenna_found_initial 0 \
    floorplan.rows 26 \
    max_cap_viols 0 \
    p_total_w 0.000124 \
    setup.worst_path.start_class "primary input" \
    routabilityCongestion 0.908 \
    ctsResizeCount 0 \
    slowest_stage "sky130_fd_sc_hd__clkdlybuf4s50_1" \
    synth.cell_area_um2 1170 \
    drcViolationCount 0 \
    timing.critical_path.arrival_ps 4230 \
    global_route_wire_length_before_repair_um 5530 \
    end_kind "output pin" \
    worstPathCellList "clkdlybuf4s50_1 > inv_1 > ha_1 > inv_1 > fa_1 > nand2b_1 > a221oi_2 > o31ai_4 > mux2i_1 > and3_1 > a2111oi_1 > clkdlybuf4s50_1" \
    grt_max_degree 19 \
    timing.critical_path.max_delay_family "buffers and inverters" \
    ys_seq_share_pct 0 \
    global_route.overflow_total 0 \
    hold_viol_final 0 \
    via_count_of_the_routed_design 1162 \
    drt_iter0_drc 103 \
    path_max_fanout 6 \
    worstPathRequired_ps 4560 \
    wirelength_um 3380 \
    adder_area_share_pct 31.8 \
    setup.worst_path.class "primary input to output pin" \
    seqPwrFrac_pct 0 \
    routed_via_density 4.72 \
    internal_cell_power_w 0.0000606 \
    design.die.area_um2 8460 \
    worst-slew-pin-transition_ps 559 \
]
area by class of cell:
cell class | count | area (um2) | share of cell area, %
Inverter | 22 | 82.6 | 5.64
Tap cell | 70 | 87.6 | 5.98
Multi-Input combinational cell | 127 | 1040 | 70.8
Timing Repair Buffer | 27 | 258 | 17.6
cells in the final DEF (no fill, tap or decap), drive strengths merged, types with 2 or more instances in the layout:
master / count
nor2: 11
nor4: 3
o22ai: 2
nor3: 3
inv: 22
a211oi: 2
o31ai: 3
ha: 25
a22oi: 3
o21bai: 4
xnor2: 2
mux2: 3
clkdlybuf4s50: 22
fa: 3
buf: 5
nor2b: 4
a21o: 2
or3b: 2
a21oi: 17
o21ai: 11
o221ai: 2
nand2: 3
mux2i: 2
a31oi: 3
nor3b: 3
metrics by stage:
stage | hold WS, ps | setup slack, ps | cells
after floorplan | 2380 | 1570 | 157
after global placement | 3340 | 330 | 246
after detailed placement | 3330 | 324 | 246
after CTS | 3340 | 302 | 246
after global routing | 3430 | 74.6 | 246
final | 3320 | 331 | 246
path summary, 6_finish.rpt:
path / startpoint / endpoint / slack, ps / cells after the start
worst min-delay path: i_A[0] / o_X[0] / 3320 / 4
worst max-delay path: i_A[0] / o_X[4] / 330 / 12
synthesized netlist by cell type, types with 2 or more instances:
cell type | instances | area, um2
sky130_fd_sc_hd__mux2i_1 | 2 | 20.0
sky130_fd_sc_hd__buf_6 | 3 | 33.8
sky130_fd_sc_hd__inv_1 | 21 | 78.8
sky130_fd_sc_hd__o21ai_0 | 11 | 55.1
sky130_fd_sc_hd__fa_1 | 3 | 60.1
sky130_fd_sc_hd__nor2_1 | 11 | 41.3
sky130_fd_sc_hd__mux2_2 | 2 | 22.5
sky130_fd_sc_hd__clkbuf_1 | 4 | 15.0
sky130_fd_sc_hd__a21oi_1 | 17 | 85.1
sky130_fd_sc_hd__nor2b_1 | 4 | 25.0
sky130_fd_sc_hd__a31oi_1 | 3 | 18.8
sky130_fd_sc_hd__a22oi_1 | 3 | 22.5
sky130_fd_sc_hd__a211oi_1 | 2 | 15.0
sky130_fd_sc_hd__a21o_1 | 2 | 15.0
sky130_fd_sc_hd__ha_1 | 25 | 313
sky130_fd_sc_hd__nor4_1 | 2 | 12.5
sky130_fd_sc_hd__nand2_1 | 3 | 11.3
sky130_fd_sc_hd__nor3_1 | 3 | 15.0
sky130_fd_sc_hd__nor3b_1 | 3 | 22.5
sky130_fd_sc_hd__xnor2_1 | 2 | 17.5
sky130_fd_sc_hd__o21bai_1 | 4 | 30.0
sky130_fd_sc_hd__o31ai_1 | 2 | 15.0
sky130_fd_sc_hd__o221ai_1 | 2 | 17.5
sky130_fd_sc_hd__o22ai_1 | 2 | 12.5
per-layer routing:
layer	vias up	routed length [um]	GRT usage, %
met5	-	0	0
met4	0	0	0.514
met3	0	127	0.659
met2	22	1560	12.3
met1	536	1690	11.2
li1	604	-	-
logic make-up (layout without fill, tap and decap cells):
| family | count (synthesis) | count (layout) |
|---|---|---|
| xor+xnor | 3 | 3 |
| mux | 5 | 5 |
| simple gates | 33 | 33 |
| compound gates | 58 | 58 |
| fa+ha+maj | 28 | 28 |
| buf+inv | 30 | 49 |
power by group through the flow:
stage,combinational [W],clock [W],sequential [W]
4_1_cts,0.000125,0,0
5_1_grt,0.000138,0,0
6_report,0.000124,0,0
Power and IR drop assume default switching activity.
